===== flow/run.sh =====
#!/bin/bash
# OpenROAD 26Q1-2900-gdf79404cd8, Yosys 0.63+post, stock flow scripts
make -C /OpenROAD-flow-scripts/flow DESIGN_CONFIG=/design/flow/config.mk WORK_HOME=/design/flow/orfs finish

===== flow/config.mk =====
export PLATFORM = sky130hd
export DESIGN_NAME = BAG
export DESIGN_NICKNAME = BAG
export VERILOG_FILES = /design/flow/design.v
export SDC_FILE = /design/flow/constraint.sdc
export NUM_CORES = 4
export LEC_CHECK = 1
export CORE_AREA = 10 10 158 158
export DIE_AREA = 0 0 168 168
export SYNTH_HDL_FRONTEND = slang

===== flow/constraint.sdc =====
current_design BAG

set clk_period 22.5
set clk_io_pct 0.2

create_clock -name clk0 -period $clk_period

set non_clock_inputs [all_inputs -no_clocks]
set_input_delay [expr $clk_period * $clk_io_pct] -clock clk0 $non_clock_inputs
set_output_delay [expr $clk_period * $clk_io_pct] -clock clk0 [all_outputs]

===== flow/design.v =====
`timescale 1ns / 1ps
module BAG(
    input logic [31:0] RS1,
    input logic [31:0] I_TYPE,
    input logic [31:0] J_TYPE,
    input logic [31:0] B_TYPE,
    input logic [31:0] FROM_PC,
    output logic [31:0] JAL,
    output logic [31:0] JALR,
    output logic [31:0] BRANCH
    );
    assign JAL = FROM_PC + J_TYPE;
    assign JALR = I_TYPE + RS1;
    assign BRANCH = FROM_PC + B_TYPE;
endmodule

==> job_summary.md <==
## Implementation flow summary

| Metric | Value |
|---|---|
| Final Hold Fails | `0` |
| Ports | `~260` |
| Layout cells sized above 1 | `0.01365` |
| Critical path startpoint category | `input pin` |
| Outcome | `complete, no violations` |
| Yosys cell count | `627` |
| Total Routed Length | `18,400 microns` |
| WL per Instance | `approximately 16 microns` |
| Die height | `around 170 microns` |
| Reg area | `0 sq um` |
| Cell Type Count | `about 55` |
| Mapped Area | `4469 sq um` |
| Combinational cell fraction of total power | `1.000` |
| Power per cell area | `32.36 nW/um^2` |
| Total GRT Usage | `0.1226` |
| Tcrit/Tclk final | `0.5623` |
| Max stage delay on crit path | `between 0.6 and 0.7 ns` |
| IO Port Bufs | `roughly 260` |
| Vias/cell | `4.678` |
| CP dominant cell by count | `o22ai_1` |
| Placer Congestion | `roughly 0.9` |
| Layout area overhead | `64.84%` |
| Max-slew violations | `0` |
| Hold-fix buffers, CTS | `0` |
| Worst Hold End | `JALR[0]` |
| RSZ-0062 raised after global routing | `no` |
| Core ar. | `around 22,000 sq um` |
| Net Switching | `between 90 and 100 uW` |
| Avg Cell Area, Syn | `a little over 7 sq um` |
| # setup viols final | `0` |
| Seq share, synth | `0` |
| Tool warnings | `32` |
| Hold depth | `3` |
| Flop pwr share | `0` |
| Largest net degree at the start of global routing | `9` |
| DP Cell Count | `roughly 1,200` |
| # diodes | `0` |
| Pre-CTS WS | `between 9 and 10 ns` |
| Worst Path Max Fanout | `4` |
| Maximum clock rate | `0.07904 GHz` |
| Post-CTS setup buffers | `0` |
| Vias | `5,422` |
| Post-synthesis instance total | `approximately 630` |
| Leak Pwr | `approximately 0.0031 uW` |
| Max-cap viol count | `0` |
| DR pass1 iterations | `6` |
| Flop count | `0` |
| Vias in the first global route | `between 5,000 and 6,000` |
| Setup tns final | `0 ns` |
| Yosys synthesis chip area | `roughly 4500 sq um` |
| Synth warn | `0` |
| Sw Ratio | `0.3961` |
| Critical path cell sequence | `clkdlybuf4s50_1, ha_1, fa_1, a21oi_1, o22ai_1, o22ai_1, o41ai_1, a221o_1, o22ai_1, nor2_1, a41oi_1, xnor2_1, clkdlybuf4s50_1` |
| Antenna violations before repair | `0` |
| Fill cells | `around 2,300` |
| Crit path DRT | `between 15 and 20 ns` |
| Worst path buffer plus inverter count | `2` |
| Int Pwr | `about 140 uW` |
| Worst path slowest cell | `o41ai_1` |
| DRT iter0 DRCs | `281` |
| Clock power share | `0` |
| Beginning of the worst hold path | `I_TYPE[0]` |
| Grt total ovfl | `0` |
| Crit path kind | `in2out` |
| Fin worst setup slack | `~9.8 ns` |
| Die x size | `roughly 170 microns` |
| DRT antenna net count | `0` |
| CLK BUF | `0` |
| Rel. slew slack | `0.4513` |
| Chip area | `approximately 28,000 sq um` |
| Global-route wire length before repair | `28,770 microns` |
| Final worst path period need | `roughly 13 ns` |
| Cell Count, Final, Fillers Out | `1,159` |
| HPWL Detailed | `about 17,000 microns` |
| Delay-heaviest family, CP | `AND-OR/OR-AND gates` |
| Std cell rows | `roughly 54` |
| Worst VDD drop | `about 0.000015 V` |
| Critical path arrival | `8.15 ns` |
| Hold crit path type | `in2out` |
| Post_cts resized | `0` |
| Min Hold Slack | `between 10 and 15 ns` |
| Drt drc | `0` |
| Core Util at FP | `0.2061` |
| Setup crit end kind | `output port` |
| Pin slew with the least headroom to its limit | `between 0.8 and 0.9 ns` |
cells in the final DEF, fill, tap and decap left out, types with 3 or more instances in the layout:
master / netlist / final
nor2_1: 59 / 59
a211oi_1: 12 / 12
fa_1: 3 / 3
xor2_1: 30 / 30
a221oi_1: 3 / 3
and3_1: 11 / 11
xnor2_1: 53 / 53
a21o_1: 40 / 40
o21a_1: 12 / 12
nor3_1: 9 / 9
o21bai_1: 10 / 10
a21oi_1: 75 / 75
o21ai_0: 36 / 36
nand2b_1: 7 / 7
nand3_1: 17 / 17
clkdlybuf4s50_1: 0 / 256
a2111oi_0: 3 / 3
inv_1: 23 / 23
nand2_1: 43 / 43
o211ai_1: 4 / 4
ha_1: 93 / 93
o21ai_1: 3 / 3
o41ai_1: 3 / 3
and2_1: 4 / 4
a41oi_1: 4 / 4
o31ai_1: 4 / 4
o22ai_1: 5 / 5
nand4_1: 8 / 8
a31oi_1: 6 / 6
nor2b_1: 7 / 7
or2_2: 3 / 3
area by class of cell:
type                            instances  area (sq um)  share of cell area
Multi-Input combinational cell        600          4368              0.5929
Inverter                               23         86.33             0.01172
Timing Repair Buffer                  256          2562              0.3478
Tap cell                              280         350.3             0.04755
through the flow:
stage	cell area, sq um	power [uW]	util
detailed placement	7367	239.9	0.3397
global route	7367	263.5	0.3397
floorplan	4469	106.3	-
finish	7367	238.4	0.3397
global placement	7367	241.2	0.3397
CTS	7367	241.8	0.3397
cells by family after synthesis:
kind of cell / synth area share
compound gates: 0.3477
xor+xnor: 0.1627
fa+ha+maj: 0.2738
buf+inv: 0.02267
mux: 0.002519
simple gates: 0.1906
tightest hold or removal path, cell delays in order:
cell	delay, ns
clkdlybuf4s50_1	0.46
ha_1	0.11
clkdlybuf4s50_1	0.47
routing by layer:
metal  wire (microns)  track usage  vias to the layer above
met5                0            0                        -
met4               90     0.004921                        0
met3             1169      0.02506                        4
met2             8571       0.2073                      159
met1             8569       0.1653                     2385
li1                 -            -                     2874
worst max-delay path by stage:
stage | start | end | slack (ns) | cells after the start
4_1_cts | FROM_PC[0] | BRANCH[26] | 9.87 | 13
5_1_grt | FROM_PC[0] | BRANCH[26] | 9.51 | 13
6_report | FROM_PC[0] | BRANCH[26] | 9.85 | 13
power groups by stage:
stage | Sequential, uW | Combinational (uW) | Clock, uW
CTS | 0 | 242 | 0
global route | 0 | 263 | 0
finish | 0 | 238 | 0
cells in the mapped netlist (5+ instances only):
library cell | number | area share
nand2b_1 | 7 | 0.0098
o22ai_1 | 5 | 0.0070
a31oi_1 | 6 | 0.0084
nor2b_1 | 7 | 0.0098
a211oi_1 | 12 | 0.020
nand2_1 | 43 | 0.036
nand3_1 | 17 | 0.019
xor2_1 | 30 | 0.059
a21oi_1 | 75 | 0.084
o21a_1 | 12 | 0.020
and3_1 | 11 | 0.015
o21bai_1 | 10 | 0.017
nor2_1 | 59 | 0.050
ha_1 | 93 | 0.26
inv_1 | 23 | 0.019
nor3_1 | 9 | 0.010
xnor2_1 | 53 | 0.10
a21o_1 | 40 | 0.067
o21ai_0 | 36 | 0.040
nand4_1 | 8 | 0.011
Power is estimated from default activity; no workload was simulated.
