File: design/flow/run.sh
#!/bin/bash
# OpenROAD 26Q1-2900-gdf79404cd8, Yosys 0.63+post, stock flow scripts
make -C /OpenROAD-flow-scripts/flow DESIGN_CONFIG=/design/flow/config.mk WORK_HOME=/design/flow/orfs finish
File: design/flow/config.mk
export PLATFORM = sky130hd
export DESIGN_NAME = PC_MUX
export DESIGN_NICKNAME = PC_MUX
export VERILOG_FILES = /design/flow/design.v
export SDC_FILE = /design/flow/constraint.sdc
export NUM_CORES = 4
export LEC_CHECK = 1
export CORE_AREA = 10 10 96 96
export DIE_AREA = 0 0 106 106
export SYNTH_HDL_FRONTEND = slang
File: design/flow/constraint.sdc
current_design PC_MUX

set clk_period 7.4
set clk_io_pct 0.2

create_clock -name clk0 -period $clk_period

set non_clock_inputs [all_inputs -no_clocks]
set_input_delay [expr $clk_period * $clk_io_pct] -clock clk0 $non_clock_inputs
set_output_delay [expr $clk_period * $clk_io_pct] -clock clk0 [all_outputs]
File: design/flow/design.v
`timescale 1ns / 1ps
module PC_MUX(
    input logic [31:0] PC_OUT_PLUS_FOUR,
    input logic [31:0] JALR,
    input logic [31:0] BRANCH,
    input logic [31:0] JAL,
    input logic [31:0] MTVEC,
    input logic [31:0] MEPC,
    input logic [2:0] PC_SOURCE,
    output logic [31:0] PC_MUX_OUT
    );
    always_comb begin
        case(PC_SOURCE)
            3'b000: begin PC_MUX_OUT = PC_OUT_PLUS_FOUR;
            end
            3'b001: begin PC_MUX_OUT = JALR;
            end
            3'b010: begin PC_MUX_OUT = BRANCH;
            end
            3'b011: begin PC_MUX_OUT = JAL;
            end
            3'b100: begin PC_MUX_OUT = MTVEC;
            end
            3'b101: begin PC_MUX_OUT = MEPC;
            end
            3'b110: begin PC_MUX_OUT = 32'h00000006;  
            end                                      
            3'b111: begin PC_MUX_OUT = 32'h00000007;  
            end                                       
            default: begin PC_MUX_OUT = 32'h00000000;  
            end                                        
        endcase
    end
endmodule
==> ci_impl_report.md <==
## Synthesis and layout report

| Metric | Value |
|---|---|
| Run status | finished, final reports clean |
| Cell total in the yosys stat output | 256 |
| Commonest cells post-synth | 60 x nor2_1, 30 x nor2b_1, 30 x o22ai_1, 29 x a222oi_1, 27 x inv_1 |
| CP startpoint kind | primary input |
| Routed wire length | 10.7 mm |
| Flop count | 0 |
| Initial antenna violation count | 0 |
| Vias per Instance | 4.71 |
| Kind of cell adding the most delay to the critical path | buffers and inverters |
| Vias post-DR | 2629 |
| Sw frac | 0.287 |
| WS Path Type | in2out |
| Worst Setup SP | PC_SOURCE[2] |
| DIE HEIGHT | 106 um |
| Total grt overflow | 0 |
| Filler instances | 719 |
| Avg WL per Cell | 19.1 um |
| Register share of total power | 0 |
| Share of cells above drive strength 1 | 0.0763 |
| PD cells | 57.3 nW/um^2 |
| Setup TNS | 0 ns |
| DP Area | 3930 um^2 |
| Largest net degree at the start of global routing | 69 |
| Ant diodes | 0 |
| IO buf count | 227 |
| Worst setup EP type | primary output |
| GRT Total Usage | 0.175 |
| CP max stage cell | clkdlybuf4s50_1 |
| Max-slew violations | 0 |
| Levels on crit path | 5 |
| Cells after Synth | 256 |
| Netlist Area Pre-Place | 1650 um^2 |
| Initial DRT Pass Iterations | 5 |
| Tcrit/Tclk final | 0.736 |
| Leak | 0.00154 uW |
| Max-area cell share | 0.176 |
| Top area cell types | a222oi_1 18%, mux2_2 17%, nor2_1 14% |
| Gate Area | 1390 um^2 |
| Unique masters post-synth | 25 |
| Maximum clock rate | 184 MHz |
| Max cap viols | 0 |
| Cell taking the most area after synthesis | a222oi_1 |
| CP arrival | 3.97 ns |
| Crit-path max FO | 20 |
| Number of logged tool warnings | 32 |
| Post-Layout Inst Area | 3930 um^2 |
| CP most frequent cell | clkdlybuf4s50_1 |
| Post-CTS setup buffers | 0 |
| Final-layout clock buffer total | 0 |
| Sequential area share after synthesis | 0 |
| Post-CTS Hold Buffers | 0 |
| Storage element area | 0 um^2 |
| CP endpoint | PC_MUX_OUT[20] |
| Global placer's final weighted congestion | 0.855 |
| Syn avg cell area | 6.46 um^2 |
| Vias in the first global route | 2723 |
| Initial drt markers | 157 |
| Die area | 11200 um^2 |
| Crit path buffers/inverters | 3 |
| Core area | 7210 um^2 |
| Fp util | 0.229 |
| Worst slew pin tran | 0.742 ns |
| Residual DRC | 0 |
| DRT antenna net count | 0 |
| Final hold vios | 0 |
| Die Wd | 106 um |
| CP peak stage delay | 0.94 ns |
| Final min period | 5.45 ns |
| Hold crit path type | in2out |
| Worst-path cell chain | clkdlybuf4s50_1 > inv_1 > a222oi_1 > nor2_1 > clkdlybuf4s50_1 |
| Area grow syn2layout | 138% |
| Internal Power | 160 uW |
| Hold path startpoint | PC_OUT_PLUS_FOUR[16] |
| NetSw | 64.7 uW |
| Finish-stage setup viols | 0 |
| DP HPWL | 8.95 mm |
| FP Rows | 31 |
| Yosys stat area | 1650 um^2 |
| Slew HR | 0.505 |
| Top-count cell post-synth | nor2_1 |
| Synth Warn # | 0 |
| Worst Path Required | 5.92 ns |
| Gate power share | 1.000 |
| IO Pins | 227 |
| Clock share of power | 0 |
| First-pass GRT wire length | 15.6 mm |
| Peak VDD IR | 0.0442 mV |
| Unrepaired setup endpoints after global routing | no |
| PostCTS Resize Cnt | 0 |
==> worst min-delay path by stage <==
stage / end / slack [ns] / depth (start not counted)
CTS: PC_MUX_OUT[16] / 3.90 / 4
global route: PC_MUX_OUT[16] / 3.92 / 4
finish: PC_MUX_OUT[16] / 3.89 / 4
==> per-layer routing <==
| layer | wire (um) | track usage | vias up |
|---|---|---|---|
| li1 | - | - | 1342 |
| met1 | 3960 | 0.187 | 1137 |
| met2 | 5390 | 0.319 | 142 |
| met3 | 1210 | 0.0777 | 8 |
| met4 | 119 | 0.0184 | 0 |
| met5 | 0 | 0 | - |
==> per-stage QoR <==
stage          utilization  hold slack [ns]  cells  total power (uW)  setup slack [ns]
2_1_floorplan            -             3.02    256              74.6              3.38
3_3_place_gp         0.545             3.90    558               227              1.92
3_5_place_dp         0.545             3.90    558               227              1.89
4_1_cts              0.545             3.90    558               228              1.90
5_1_grt              0.545             3.92    558               244              1.75
6_report             0.545             3.89    558               225              1.95
==> worst min-delay path, delay by kind of cell <==
family | cells | cell delay [ns]
and+or+nand+nor | 2 | 0.14
buffers and inverters | 2 | 0.80
==> power groups by stage <==
stage	Clock [uW]	Combinational (uW)	Sequential, uW
after CTS	0	228	0
after global routing	0	244	0
final	0	225	0
==> logic make-up after synthesis <==
logic type      Yosys count  synth area share
simple gates             98             0.285
buf+inv                  59             0.161
mux                      33             0.237
compound gates           66             0.316
==> placed cells by master, fill, tap and decap left out <==
cell / instances
clkdlybuf4s50_1: 226
nor2_1: 60
o22ai_1: 30
nor2b_1: 29
a222oi_1: 29
inv_1: 27
mux2_2: 25
buf_4: 5
mux2_1: 4
clkinv_1: 4
a21oi_1: 3
nand2b_1: 3
mux2i_1: 2
mux4_2: 2
o22a_1: 2
nor2b_2: 1
and2_1: 1
nor2b_4: 1
or3_1: 1
and2_4: 1
o21ai_0: 1
a22oi_1: 1
nor3_1: 1
==> cell type report <==
| cell class | instances | share of cell area |
|---|---|---|
| Tap cell | 99 | 0.0315 |
| Timing Repair Buffer | 231 | 0.585 |
| Inverter | 31 | 0.0296 |
| Multi-Input combinational cell | 197 | 0.354 |
Power is estimated from default activity; no workload was simulated.
