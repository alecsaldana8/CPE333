==> ./design.v <==
`timescale 1ns / 1ps
module debounce_one_shot(
    input CLK,
    input BTN,
    output logic DB_BTN
    );
    const logic [7:0] c_LOW_GOING_HIGH_CLOCKS = 8'h19;  
    const logic [7:0] c_HIGH_GOING_LOW_CLOCKS = 8'h33;  
    const logic [7:0] c_ONE_SHOT_CLOCKS       = 8'h03;  
    typedef enum { ST_init, ST_BTN_low, ST_BTN_low_to_high, ST_BTN_high, ST_BTN_high_to_low, ST_one_shot} STATES;
    STATES NS, PS;
    logic [7:0] s_db_count = 8'h00;
    logic s_count_rst, s_count_inc = 1'b0;
    always_ff @(posedge CLK) begin
        if (s_count_rst == 1'b1)
            s_db_count <= 8'h00;
        else if (s_count_inc == 1'b1)
            s_db_count <= s_db_count + 1;
    end
    always_ff @(posedge CLK) begin
       PS <= NS; 
    end
    always_comb begin
        NS = ST_init;
        DB_BTN = 1'b0;
        s_count_rst = 1'b0;
        s_count_inc = 1'b0;
        case (PS)
            ST_init: begin           
                NS = ST_BTN_low;
                DB_BTN = 1'b0;
                s_count_rst = 1'b1;
            end
            ST_BTN_low: begin    
                if (BTN == 1'b1) begin        
                    NS = ST_BTN_low_to_high;  
                    s_count_inc = 1'b1;        
                end
                else begin
                    NS = ST_BTN_low;         
                    s_count_rst = 1'b1;
                end
            end
            ST_BTN_low_to_high: begin    
                if (BTN == 1'b1) begin   
                    if (s_db_count == c_LOW_GOING_HIGH_CLOCKS) begin 
                        NS = ST_BTN_high;
                        s_count_rst = 1'b1;
                    end
                    else begin           
                        NS = ST_BTN_low_to_high;
                        s_count_inc = 1'b1;
                    end
                end
                else begin               
                    NS = ST_BTN_low;
                    s_count_rst = 1'b1;
                end
            end
            ST_BTN_high: begin           
                if (BTN == 1'b1) begin 
                    NS = ST_BTN_high;
                    s_count_rst = 1'b1;
                end
                else begin               
                    NS = ST_BTN_high_to_low;
                    s_count_inc = 1'b1;
                end
            end
            ST_BTN_high_to_low: begin
                if (BTN == 1'b0) begin   
                    if (s_db_count == c_HIGH_GOING_LOW_CLOCKS) begin 
                        NS = ST_one_shot;
                        s_count_rst = 1'b1;
                    end
                    else begin           
                        NS = ST_BTN_high_to_low;
                        s_count_inc = 1'b1;
                    end
                end
                else begin               
                    NS = ST_BTN_high;
                    s_count_rst = 1'b1;
                end 
            end
            ST_one_shot: begin   
                if (s_db_count == c_ONE_SHOT_CLOCKS) begin  
                    NS = ST_init;
                    s_count_rst = 1'b1;
                    DB_BTN = 1'b0;
                end
                else begin               
                    NS = ST_one_shot;
                    s_count_inc = 1'b1;
                    DB_BTN = 1'b1;
                end
            end
            default: begin               
                NS = ST_init;
                s_count_rst = 1'b1;
                s_count_inc = 1'b0;
                DB_BTN = 1'b0;
            end
        endcase
    end
endmodule
==> ./run.sh <==
#!/bin/bash
# OpenROAD 26Q1-2900-gdf79404cd8, Yosys 0.63+post, stock flow scripts
make -C /OpenROAD-flow-scripts/flow DESIGN_CONFIG=/design/flow/config.mk WORK_HOME=/design/flow/orfs finish
==> ./config.mk <==
export PLATFORM = sky130hd
export DESIGN_NAME = debounce_one_shot
export DESIGN_NICKNAME = debounce_one_shot
export VERILOG_FILES = /design/flow/design.v
export SDC_FILE = /design/flow/constraint.sdc
export NUM_CORES = 4
export LEC_CHECK = 1
export CORE_AREA = 10 10 70 70
export DIE_AREA = 0 0 80 80
export SYNTH_HDL_FRONTEND = slang
==> ./constraint.sdc <==
current_design debounce_one_shot

set clk_period 3.6
set clk_io_pct 0.2

create_clock -name clk0 -period $clk_period [get_ports {CLK}]

set non_clock_inputs [all_inputs -no_clocks]
set_input_delay [expr $clk_period * $clk_io_pct] -clock clk0 $non_clock_inputs
set_output_delay [expr $clk_period * $clk_io_pct] -clock clk0 [all_outputs]
==> node_exporter_impl.prom <==
# HELP chip_impl_metric Synthesis and place-and-route metrics
# TYPE chip_impl_metric gauge
chip_impl_metric{name="first_pass_grt_wire_length",unit="um"} 2590
chip_impl_metric{name="num_rows",unit=""} 21
chip_impl_metric{name="die-height",unit="um"} 80
chip_impl_metric{name="timing.max_slew.rel_slack",unit=""} 0.550
chip_impl_metric{name="post_cts.repair.setup_buffers",unit=""} 0
chip_impl_metric{name="max_cap_viol_count",unit=""} 0
chip_impl_metric{name="place_congestion",unit=""} 0.860
chip_impl_metric{name="routed_wirelength",unit="um"} 1580
chip_impl_metric{name="maximum_number_of_pins_on_one_net_before_global_route_repair",unit=""} 12
chip_impl_metric{name="syn-mean-instance-area",unit="um2"} 8.51
chip_impl_metric{name="post-dp-hpwl",unit="um"} 1170
chip_impl_metric{name="drt-pass1-iter-count",unit=""} 4
chip_impl_metric{name="groute.usage.overall",unit=""} 0.0488
chip_impl_metric{name="post_synth_inst_count",unit=""} 91
chip_impl_metric{name="die-width",unit="um"} 80
chip_impl_metric{name="power_report.internal_total",unit="mW"} 0.330
chip_impl_metric{name="port_buffers",unit=""} 2
chip_impl_metric{name="ys_cells",unit=""} 91
chip_impl_metric{name="post_cts_resize_count",unit=""} 0
chip_impl_metric{name="synthToLayoutAreaGrowth",unit="%"} 10.0
chip_impl_info{name="critical_setup_path_kind",value="reg2out"} 1
chip_impl_info{name="outcome",value="finished, final reports clean"} 1
chip_impl_metric{name="final_hold_viol_count",unit=""} 0
chip_impl_metric{name="pwr-share-seq",unit=""} 0.316
chip_impl_metric{name="finalClockPeriodUsage",unit=""} 0.777
chip_impl_metric{name="switching_power",unit="mW"} 0.320
chip_impl_metric{name="first_iter_violations",unit=""} 38
chip_impl_metric{name="worstSkewPairLatency",unit="ps"} 270
chip_impl_metric{name="vdd_drop_max",unit="mV"} 0.210
chip_impl_metric{name="power.leakage",unit="nW"} 0.347
chip_impl_metric{name="p_clk_frac",unit=""} 0.131
chip_impl_metric{name="totalPowerFinal",unit="mW"} 0.650
chip_impl_metric{name="clock.fmax",unit="GHz"} 0.357
chip_impl_metric{name="chipArea",unit="mm2"} 0.00640
chip_impl_metric{name="layout-drive-gt1-share",unit=""} 0.0652
chip_impl_metric{name="core-area",unit="mm2"} 0.00342
chip_impl_info{name="tritoncts",value="done"} 1
chip_impl_metric{name="postCtsHoldBufs",unit=""} 0
chip_impl_metric{name="tool_warnings",unit=""} 26
chip_impl_metric{name="postSynthRegisterBits",unit=""} 11
chip_impl_metric{name="final_critical_path_setup_slack",unit="ps"} 802
chip_impl_metric{name="vias",unit=""} 660
chip_impl_metric{name="htree_levels",unit=""} 1
chip_impl_metric{name="antenna-diode-count",unit=""} 0
chip_impl_metric{name="skew",unit="ps"} 0.665
chip_impl_metric{name="syn-cell-area",unit="um2"} 774
chip_impl_metric{name="placement.setup.worst_slack",unit="ps"} 1020
chip_impl_metric{name="post-route-util",unit=""} 0.249
chip_impl_metric{name="post-route-min-period",unit="ps"} 2800
chip_impl_metric{name="first_global_vias",unit=""} 586
chip_impl_metric{name="cpPeakStageDelay",unit="ps"} 410
chip_impl_metric{name="setup_viol",unit=""} 0
chip_impl_metric{name="finalMaxSlewViolations",unit=""} 0
chip_impl_metric{name="clk_pin_slew_worst_paths",unit="ps"} 70
chip_impl_info{name="sort_of_element_at_the_end_of_the_critical_path",value="output pin"} 1
chip_impl_metric{name="grt-ovfl-total",unit=""} 0
chip_impl_metric{name="worst-endpoint-arrival",unit="ps"} 2080
chip_impl_metric{name="synth_cell_types",unit=""} 34
chip_impl_metric{name="antenna_violations_before_repair",unit=""} 0
chip_impl_metric{name="combinationalPowerShare",unit=""} 0.554
chip_impl_metric{name="rr_worst_depth",unit=""} 6
chip_impl_metric{name="timing_worst_slew_pin_value",unit="ps"} 672
chip_impl_metric{name="power.density",unit="mW/mm2"} 762
chip_impl_info{name="start_kind",value="flip-flop"} 1
chip_impl_metric{name="route.antenna.remaining_nets",unit=""} 0
chip_impl_info{name="min_path_type",value="reg2reg"} 1
chip_impl_metric{name="power.share.switching",unit=""} 0.492
chip_impl_metric{name="synth.yosys.warnings",unit=""} 0
chip_impl_metric{name="whs",unit="ps"} 505
chip_impl_info{name="unrepaired_setup_endpoints_after_global_routing",value="no"} 1
chip_impl_metric{name="ys_seq_frac",unit=""} 0.284
chip_impl_metric{name="wl_per_cell",unit="um"} 11.4
chip_impl_metric{name="remaining_drc_errors",unit=""} 0
chip_impl_metric{name="clock-sinks",unit=""} 11
chip_impl_metric{name="core_util_floorplan",unit=""} 0.227
chip_impl_metric{name="tritoncts.num_buffers",unit=""} 3
chip_impl_metric{name="critPathRequiredTime",unit="ps"} 2880
chip_impl_info{name="ctsRootBufferMaster",value="sky130_fd_sc_hd__clkbuf_4"} 1
chip_impl_metric{name="timing.setup.tns",unit="ps"} 0
chip_impl_metric{name="layout.filler_cells",unit=""} 370
chip_impl_metric{name="number_of_cells_on_the_worst_hold_path",unit=""} 1
chip_impl_info{name="crit_chain",value="ha_1 -> or3b_1 -> o311a_1 -> clkdlybuf4s50_1"} 1
chip_impl_info{name="critical_path_s_slowest_cell",value="sky130_fd_sc_hd__dfxtp_1"} 1
chip_impl_metric{name="post_detailed_route_via_to_cell_ratio",unit=""} 4.78
chip_impl_metric{name="path_max_fanout",unit=""} 5
chip_impl_metric{name="io_pins",unit=""} 3
chip_impl_metric{name="yosys_area",unit="um2"} 774
chip_impl_metric{name="max_root_sink_buffers",unit=""} 2
## routing by layer
metal	part of all wire	track usage	up-vias
met5	0	0	-
met4	0	0.00176	0
met3	0.068	0.0170	0
met2	0.44	0.0827	12
met1	0.49	0.0611	303
li1	-	-	345
## flip-flops by register name, summed over array words and instances (netlist names)
register and cells:
PS 3, s_db_count 8
## cells by family after synthesis
| logic type | after synthesis | share of synthesized area |
|---|---|---|
| flops | 11 | 0.284 |
| compound gates | 26 | 0.271 |
| simple gates | 36 | 0.250 |
| mux | 7 | 0.0905 |
| buf+inv | 7 | 0.0436 |
| fa+ha+maj | 3 | 0.0485 |
| xor+xnor | 1 | 0.0113 |
## worst paths after layout
| kind | from | slack [ps] | to |
|---|---|---|---|
| min reg2reg | s_db_count[5] | 500 | s_db_count[5] |
| max | s_db_count[0] | 800 | DB_BTN |
| max reg2reg | s_db_count[0] | 1320 | s_db_count[1] |
| min | s_db_count[5] | 500 | s_db_count[5] |
## worst max-delay path, delay by kind of cell, from the launching register on
kind	cells	cell delay (ps)
fa+ha+maj	1	250
flops	1	410
compound gates	1	360
simple gates	1	380
buf+inv	1	410
## per-stage QoR
stage | area, um2 | std cells
detailed placement | 826 | 134
global route | 852 | 138
CTS | 852 | 138
global placement | 826 | 134
floorplan | 774 | 91
finish | 852 | 138
## area by class of cell
type,count,area (um2),area share
timing repair buffer,2,20.0,0.0235
multi-input combinational,73,520,0.611
clock buffer,4,26.3,0.0308
tap,46,57.6,0.0675
sequential,11,220,0.258
inverter,2,7.51,0.00881
## power groups by stage
stage / clock (mW) / sequential, mW / combinational [mW]
finish: 0.0850 / 0.205 / 0.360
CTS: 0.0899 / 0.203 / 0.362
global route: 0.0968 / 0.209 / 0.398
## cells in the mapped netlist
library cell                 n  area share
sky130_fd_sc_hd__o31a_1      1       0.011
sky130_fd_sc_hd__nor2_1      7       0.034
sky130_fd_sc_hd__o211ai_1    1      0.0097
sky130_fd_sc_hd__mux2i_1     7       0.090
sky130_fd_sc_hd__nand2b_1    2       0.016
sky130_fd_sc_hd__nor3b_1     1      0.0097
sky130_fd_sc_hd__a31oi_1     1      0.0081
sky130_fd_sc_hd__a211o_1     1       0.011
sky130_fd_sc_hd__buf_6       1       0.015
sky130_fd_sc_hd__o32a_1      1       0.013
sky130_fd_sc_hd__or3_4       1       0.015
sky130_fd_sc_hd__and2_1      1      0.0081
sky130_fd_sc_hd__o21bai_1    1      0.0097
sky130_fd_sc_hd__nor3_1      5       0.032
sky130_fd_sc_hd__dfxtp_1    11        0.28
sky130_fd_sc_hd__nor2b_1     3       0.024
sky130_fd_sc_hd__a211oi_2    1       0.016
sky130_fd_sc_hd__nand2_1     4       0.019
sky130_fd_sc_hd__o21a_1      2       0.019
sky130_fd_sc_hd__clkbuf_1    4       0.019
sky130_fd_sc_hd__o211a_1     2       0.026
sky130_fd_sc_hd__a2111oi_4   1       0.036
sky130_fd_sc_hd__o2111ai_1   1       0.011
sky130_fd_sc_hd__a21o_1      1      0.0097
sky130_fd_sc_hd__o311a_1     2       0.026
sky130_fd_sc_hd__ha_1        3       0.048
sky130_fd_sc_hd__or3b_1      1       0.011
sky130_fd_sc_hd__nor4bb_1    1       0.013
sky130_fd_sc_hd__nand3b_1    1      0.0097
sky130_fd_sc_hd__nand3_1     9       0.058
sky130_fd_sc_hd__a21oi_1     5       0.032
sky130_fd_sc_hd__o21ai_1     5       0.032
sky130_fd_sc_hd__xnor2_1     1       0.011
sky130_fd_sc_hd__inv_1       2      0.0097
## cells in the final DEF (no fill, tap or decap), types with 2 or more instances in the layout
cell type                         instances
sky130_fd_sc_hd__o211a_1                  2
sky130_fd_sc_hd__o21ai_1                  5
sky130_fd_sc_hd__nor3_1                   5
sky130_fd_sc_hd__inv_1                    2
sky130_fd_sc_hd__mux2i_1                  7
sky130_fd_sc_hd__nand2b_1                 2
sky130_fd_sc_hd__nor2_1                   7
sky130_fd_sc_hd__a21oi_1                  5
sky130_fd_sc_hd__dfxtp_1                 11
sky130_fd_sc_hd__o21a_1                   2
sky130_fd_sc_hd__ha_1                     3
sky130_fd_sc_hd__clkdlybuf4s50_1          2
sky130_fd_sc_hd__nor2b_1                  3
sky130_fd_sc_hd__clkbuf_4                 3
sky130_fd_sc_hd__nand2_1                  4
sky130_fd_sc_hd__nand3_1                  9
sky130_fd_sc_hd__o311a_1                  2
Power and IR drop assume default switching activity.
